**./config.mk**
```make
export PLATFORM = sky130hd
export DESIGN_NAME = UD_Counter_Top
export DESIGN_NICKNAME = UD_Counter_Top
export VERILOG_FILES = /design/flow/design.v
export SDC_FILE = /design/flow/constraint.sdc
export NUM_CORES = 4
export LEC_CHECK = 1
export CORE_UTILIZATION = 30
```
**./constraint.sdc**
```tcl
current_design UD_Counter_Top

set clk_period 3.6
set clk_io_pct 0.2

create_clock -name clk0 -period $clk_period [get_ports {Clk}]

set non_clock_inputs [all_inputs -no_clocks]
set_input_delay [expr $clk_period * $clk_io_pct] -clock clk0 $non_clock_inputs
set_output_delay [expr $clk_period * $clk_io_pct] -clock clk0 [all_outputs]
```
**./design.v**
```verilog
`timescale 1ns/1ps
module Decoder7Seg (
    input  wire In3,
    input  wire In2,
    input  wire In1,
    input  wire In0,
    output wire A,
    output wire B,
    output wire C,
    output wire D,
    output wire E,
    output wire F,
    output wire G,
    output wire SegSel
);
    wire [3:0] N = {In3,In2,In1,In0};
    reg [6:0] Seg_lut;
    always @* begin
        case (N)
            4'h0: Seg_lut = 7'b1111110;  
            4'h1: Seg_lut = 7'b0110000;  
            4'h2: Seg_lut = 7'b1101101;  
            4'h3: Seg_lut = 7'b1111001;  
            4'h4: Seg_lut = 7'b0110011;  
            4'h5: Seg_lut = 7'b1011011;  
            4'h6: Seg_lut = 7'b1011111;  
            4'h7: Seg_lut = 7'b1110000;  
            4'h8: Seg_lut = 7'b1111111;  
            4'h9: Seg_lut = 7'b1111011;  
            4'hA: Seg_lut = 7'b1110111;  
            4'hB: Seg_lut = 7'b0011111;  
            4'hC: Seg_lut = 7'b1001110;  
            4'hD: Seg_lut = 7'b0111101;  
            4'hE: Seg_lut = 7'b1001111;  
            4'hF: Seg_lut = 7'b1000111;  
            default: Seg_lut = 7'b0000000;
        endcase
    end
    wire [6:0] Seg_out = Seg_lut;
    assign {A,B,C,D,E,F,G} = Seg_out;
    assign SegSel = 1'b0;
endmodule
`timescale 1ns / 1ps
module UD_Counter_Top#(parameter DIV_CLK = 50_000_000)(
    input wire Clk,
    input wire Rst,
    input wire Enable,
    input wire UpDown,
    input wire DivRst,
    output wire A,
    output wire B,
    output wire C,
    output wire D,
    output wire E,
    output wire F,
    output wire G,
    output wire SegSel,
    output wire ClkOut
    );
    wire [3:0]Cnt;
    wire In3 = Cnt[3];
    wire In2 = Cnt[2];
    wire In1 = Cnt[1];
    wire In0 = Cnt[0];
    ClkDiv#(.HalfCLK(DIV_CLK)) Clk_1Hz(Clk, DivRst, ClkOut);
    UpDownCounter_4bit Cntr(ClkOut, Rst, Enable, UpDown, Cnt);
    Decoder7Seg SSD(In3, In2, In1, In0, A, B, C, D, E, F, G, SegSel);
endmodule
`timescale 1ns / 1ps
module UpDownCounter_4bit(
    input Clk,
    input Rst,
    input Enable,
    input UpDown,
    output reg [3:0]Cnt = 4'b0
    );
    always @(posedge Clk) begin
        if (Rst) begin
            Cnt = 0;
        end 
        else if(UpDown && Enable) begin
            if (Cnt == 4'b1111) 
                Cnt <= 0;
            else 
            Cnt = Cnt + 1;
        end 
            else if(~UpDown && Enable)begin
                if(Cnt == 4'b0000)
                Cnt <= 4'b1111;
                else 
                Cnt <= Cnt - 1;
            end 
    end
endmodule
`timescale 1ns / 1ps
module ClkDiv(
    input Clk,
    input DivRst,
    output ClkOut
    );
    integer count = 0;
    reg Clk_1Hz = 0;
    parameter integer HalfCLK = 50_000_000;
    always @(posedge Clk) begin
        if (DivRst == 0) begin
            if(count < HalfCLK - 1) begin
                count <= count + 1;
                end
            else begin
                count <= 0;
                Clk_1Hz <= ~Clk_1Hz;
                end
            end
        else 
            count = 0;
    end  
     assign ClkOut = Clk_1Hz;
endmodule
```
**./run.sh**
```bash
#!/bin/bash
# OpenROAD 26Q1-2900-gdf79404cd8, Yosys 0.63+post, stock flow scripts
make -C /OpenROAD-flow-scripts/flow DESIGN_CONFIG=/design/flow/config.mk WORK_HOME=/design/flow/orfs finish
```
==> out/results.txt <==
area reported by Yosys stat: 2420 um^2
critical path capture point type: register
CP arrival: 2.68 ns
yosys stat cell total: 273
final wirelength: 4740 um
initial antenna violation count: 0
Clock power frac: 40.9%
P_sw: 0.000162 W
# DRC: 0
DRT iter0 DRCs: 133
Ant. Diodes: 0
P_leak: 0.846 nW
WHS Path Cells: 1
cell count after synthesis: 273
RR Endpoint: Clk_1Hz.count[9]
Rel. slew slack: 57.5%
worst-path fanout max: 15
fmax: 407 MHz
share of cells above drive strength 1: 17.3%
number of CTS-inserted buffers: 5
routed vias/inst: 5.36
core area: 7770 um^2
CTS resizes: 0
cycle use final: 68.3%
Switching Fraction: 23.9%
Latency at later pin: 0.29 ns
crit path DRT: 3.82 ns
Max Cap Viol: 0
post-synthesis cell type count: 47
first-pass GRT wire length: 8310 um
Syn Area/Cell: 8.88 um^2
I/O Buffers: 12
Pint: 0.000515 W
type of the worst setup path: in -> reg
CTS clk-pin slew, worst paths: 0.07 ns
R2R depth: 6
slowest CP cell: or4_1
CTS tree: built
All-Layer GR Usage: 12.0%
Fin. Hold Viols: 0
CTS root buf: clkbuf_8
max incr delay on CP: 0.81 ns
# rows: 32
TritonRoute pass-1 iters: 4
YS warnings: 3
Pwr Density: 253 nW/um^2
RSZ-0062 raised after global routing: false
Worst IR Drop VDD: 0.000111 V
postcts setup bufs: 0
die width: 91.9 um
vias in the first global route: 1779
GR Util met3: 2.62%
Max Transition Viols Final: 0
Top Usage Layer GRT: met1
worst-case clock buffer depth: 2
r2r startpoint: Clk_1Hz.count[27]
Setup violations, final: 0
Log Warnings: 31
Worst Clk Skew: 0.00490 ns
TNS Setup: 0 ns
min-delay src: Clk_1Hz.count[0]
combinational fraction of design power: 4.1%
GRT Residual Overflow: 0
Area growth syn-to-layout: 10.1%
Core Util at FP: 31.2%
largest net degree at the start of global routing: 22
hold endpoint: Clk_1Hz.count[0]
Seq pwr share: 55.0%
Dominant flop cell: dfxtp_1
Post-synth EDFFs: 1
chip height: 91.9 um
RD Place Congestion: 0.815
worst reg2reg setup slack: 1.27 ns
Final ANT Viol Nets: 0
vias: 2032
CP cell instances: clkdlybuf4s50_1 -> or4_1 -> buf_4 -> buf_4 -> nor3_2
Startpoint Class: input port
CTS HTree Levels: 2
status: finished clean
endpoints left unconstrained: 11
Design Power: 0.000676 W
Yosys reg bits: 37
num ports: 14
Fin Hold WS: 0.489 ns
FFs w/ async S/R, synth: 0%
Mapped Area: 2420 um^2
Global Route met1 Usage: 19.4%
Final Critical Period: 2.46 ns
register pins left without a clock: 4
Seq share, synth: 31.0%
Sequential Area: 751 um^2
CTS Hold Bufs: 0
worst slew pin tran: 0.636 ns
grt met2 use: 17.0%
fillers: 800
DPL Wire Length: 3250 um
die area: 8440 um^2
most numerous cell on the critical path: buf_4
worst hold path class: reg -> reg
per-cell routed wire length: 12.5 um
Gate Area: 1520 um^2
-- layer usage --
metal,vias up,share of wire (%)
met2,37,42
met4,0,0.49
li1,1037,-
met3,2,5.2
met1,956,52
met5,-,0
-- cells in the final DEF (no fill, tap or decap), drive strengths merged, types with 2 or more instances in the layout --
| cell type | synthesis | final |
|---|---|---|
| or4 | 11 | 11 |
| nor3 | 16 | 16 |
| nand2b | 2 | 2 |
| and3 | 3 | 3 |
| and4 | 8 | 8 |
| o31a | 2 | 2 |
| o31ai | 10 | 10 |
| a221oi | 2 | 2 |
| o21ai | 17 | 17 |
| nor2 | 8 | 8 |
| a211oi | 17 | 17 |
| xnor2 | 2 | 2 |
| a21oi | 8 | 8 |
| nand2 | 25 | 25 |
| nand4 | 12 | 12 |
| xor2 | 12 | 12 |
| nor4 | 4 | 4 |
| nand3 | 12 | 12 |
| clkbuf | 3 | 5 |
| and2 | 4 | 4 |
| clkinv | 0 | 2 |
| dfxtp | 36 | 36 |
| buf | 17 | 4 |
| ha | 9 | 9 |
| clkdlybuf4s50 | 0 | 12 |
| nor3b | 2 | 2 |
| inv | 9 | 9 |
| or3 | 9 | 9 |
-- logic make-up (layout without fill, tap and decap cells) --
group                    count (synthesis)  in the layout  share of synthesized area, %
flip-flops                              37             37                          31.0
other                                    1              1                         0.155
AND/OR/NAND/NOR                        119            119                          31.6
buffers and inverters                   29             33                          6.66
adder cells (fa/ha/maj)                  9              9                          4.65
multiplexers                             1              1                         0.413
AND-OR/OR-AND                           63             63                          20.4
XOR/XNOR                                14             14                          5.06
-- per-stage QoR --
step / util, % / setup slack, ns / cells / instance area, um^2
after floorplan: - / 1.75 / 273 / 2420
after global placement: 33.2 / 0.852 / 371 / 2580
after detailed placement: 33.2 / 0.824 / 371 / 2580
after CTS: 34.4 / 1.12 / 379 / 2670
after global routing: 34.4 / 1.06 / 379 / 2670
final: 34.4 / 1.14 / 379 / 2670
-- power by group through the flow --
| stage | Sequential (W) | Combinational, W | Clock [W] |
|---|---|---|---|
| global route | 0.000372 | 0.0000303 | 0.000310 |
| finish | 0.000372 | 0.0000278 | 0.000277 |
| CTS | 0.000372 | 0.0000282 | 0.000285 |
-- worst max-delay path, delay by kind of cell --
kind | cells | cell delay (ns)
simple gates | 2 | 0.97
buf+inv | 3 | 0.96
-- registers in the layout, summed over array words and instances (netlist names) --
| register | count |
|---|---|
| Clk_1Hz.Clk_1Hz | 1 |
| Clk_1Hz.count | 32 |
| Cntr.Cnt | 4 |
-- final cells by class --
type                    count  share of cell area (%)
multi-input cells         207                    57.0
flip-flops and latches     37                    28.1
repair buffers             16                    5.63
well taps                 102                    4.78
clock buffers               5                    2.58
inverters                   9                    1.27
clock inverters             3                   0.656
-- worst max path at each step --
stage             endpoint   start  slack (ns)
4_1_cts   Clk_1Hz.count[9]  DivRst        1.12
6_report  Clk_1Hz.count[9]  DivRst        1.14
5_1_grt   Clk_1Hz.count[5]  DivRst        1.06
-- synthesized netlist by cell type, types with 2 or more instances --
library cell / n / share of area, %
and3_1: 3 / 0.77
o21ai_0: 17 / 3.5
a21oi_1: 8 / 1.7
clkbuf_1: 3 / 0.46
or4_1: 11 / 3.4
and2_1: 4 / 1.0
inv_1: 9 / 1.4
nand3_1: 12 / 2.5
ha_1: 9 / 4.6
buf_4: 5 / 1.5
o31a_1: 2 / 0.72
nor3_2: 15 / 6.2
xor2_1: 12 / 4.3
and4_1: 8 / 2.9
a221oi_1: 2 / 0.72
nand2_1: 24 / 3.7
xnor2_1: 2 / 0.72
o31ai_1: 10 / 3.1
dfxtp_1: 36 / 30
nand2b_1: 2 / 0.52
or3_1: 8 / 2.1
nor4_1: 2 / 0.52
buf_2: 9 / 1.9
nor2_1: 8 / 1.2
nor4_2: 2 / 1.0
buf_6: 3 / 1.4
nand4_1: 12 / 3.1
a211oi_2: 15 / 7.7
a211oi_1: 2 / 0.62
Power is estimated from default activity; no workload was simulated.
