==> design/flow/design.v <==
module alu (
    input  [31:0] operand1,          
    input  [31:0] operand2,          
    input  [2:0]  alu_Instruction,   
    input flagFlag,                  
    input aluFlag,                   
    output reg [31:0] result,        
    output reg zero,                 
    output reg overflow,             
    output reg carry,                
    output reg negative,              
    input [31:0] flagWrite,
    input sav_flag
);
    initial begin  
        zero=0;
        carry=0;
        overflow=0;
        negative=0;
    end
    localparam ADD = 1;
    localparam SUB = 2;
    localparam AND = 3;
    localparam OR  = 4;
    localparam XOR = 5;
    localparam NOT = 6;
    reg [32:0] temp_result;
    reg zero_temp;
    reg carry_temp;
    reg overflow_temp;
    reg negative_temp;
    always @(*) begin
        carry_temp = 1'b0;  
        overflow_temp = 1'b0;
            case (alu_Instruction)
                ADD: begin
                    temp_result <= {1'b0, operand1} + {1'b0, operand2};
                    result <= temp_result[31:0];
                    carry_temp = temp_result[32];   
                    overflow_temp = (operand1[31] == operand2[31]) && (result[31] != operand1[31]);
                end
                SUB: begin
                    temp_result = {1'b0, operand1} - {1'b0, operand2};
                    result = temp_result[31:0];
                    carry_temp = ~temp_result[32];   
                    overflow_temp = (operand1[31] != operand2[31]) && (result[31] != operand1[31]);
                end
                AND: begin
                    result = operand1 & operand2;
                end
                OR: begin
                    result = operand1 | operand2;
                end
                XOR: begin
                    result = operand1 ^ operand2;
                end
                NOT: begin
                    result = ~operand1;
                end
                default: begin
                    result = 0;
                end
            endcase
        zero_temp = (result == 0);   
        negative_temp = result[31];      
        if(flagFlag) begin
            zero = zero_temp;
            overflow = overflow_temp;
            carry = carry_temp;
            negative = negative_temp;
        end
        if(sav_flag) begin
            zero = flagWrite[2];
            overflow = flagWrite[0];
            carry = flagWrite[1];
            negative = flagWrite[3];
        end
    end
endmodule
module exe(
    input [2:0] alu_Instruct,        
    input [3:0] b_cond,              
    input [31:0] op1_reg,            
    input [31:0] op2_reg,            
    input [15:0] immediate,          
    input flagFlag,                  
    input shift_Flag,                
    input immediate_Flag,            
    input alu_Flag,                  
    input load_Flag,                 
    input store_Flag,                
    input branch_Flag,               
    output reg [31:0] flag_Extended, 
    output [31:0] result,            
    output reg branchTaken,          
    input [31:0] rom_data_1,         
    input [31:0] rom_data_2,         
    input romRegRead_flag,            
    input [31:0] flagWrite,
    input sav_flag,
    input branch_reg
);
    localparam EQ = 0;
    localparam NE = 1;
    localparam CS = 2;
    localparam CC = 3;
    localparam MI = 4;
    localparam PL = 5;
    localparam VS = 6;
    localparam VC = 7;
    localparam HI = 8;
    localparam LS = 9;
    localparam GE = 10;
    localparam LT = 11;
    localparam GT = 12;
    localparam LE = 13;
    localparam AL = 14;
    localparam NV = 15;
    wire [31:0] immediate_extended;
    wire [31:0] aluResult;
    reg  [31:0] shiftResult;
    assign result= shift_Flag ? shiftResult : aluResult;  
    assign immediate_extended = {{16{immediate[15]}}, immediate};
    wire [3:0] flags = {negative, zero, carry, overflow};
    reg [31:0] operand2;
    reg [31:0] operand1;
    always @(*) begin
        if(romRegRead_flag) begin  
                operand1 <= rom_data_1;
            end
            else begin
                if(branch_reg) operand1 <= flagWrite;
                else 
                operand1 <= op1_reg;
            end
        if(immediate_Flag) begin
            operand2 <= immediate_extended;
        end
        else begin
            if(romRegRead_flag) begin  
                operand2 <= rom_data_2;
            end
            else begin
                operand2 <= op2_reg;
            end
        end
    end
    wire mem_operation;
    assign mem_operation = load_Flag | store_Flag ;  
    alu alu_epic(
        .operand1(operand1),
        .operand2(operand2),
        .alu_Instruction(mem_operation ? 3'b001 : alu_Instruct),  
        .flagFlag(flagFlag),
        .aluFlag(alu_Flag),
        .result(aluResult),
        .zero(zero),
        .overflow(overflow),
        .carry(carry),
        .negative(negative),
        .flagWrite(flagWrite),
        .sav_flag(sav_flag)
    );
    always @(*) begin
        flag_Extended = {28'b0,flags};  
        case(b_cond)  
            EQ: branchTaken = zero;
            NE: branchTaken = ~zero;
            CS: branchTaken = carry;
            CC: branchTaken = ~carry;
            MI: branchTaken = negative;
            PL: branchTaken = ~negative;
            VS: branchTaken = overflow;
            VC: branchTaken = ~overflow;
            HI: branchTaken = carry & ~zero;
            LS: branchTaken = ~carry | zero;
            GE: branchTaken = (negative == overflow);
            LT: branchTaken = (negative != overflow);
            GT: branchTaken = ~zero & (negative == overflow);
            LE: branchTaken = ~(~zero & (negative == overflow));
            AL: branchTaken = 1;
            NV: branchTaken = 0;
            default: branchTaken = 0;
        endcase
        if(shift_Flag) begin  
            case(alu_Instruct)
                4: begin
                    shiftResult <= operand1 << operand2;  
                end
                5: begin
                    shiftResult <= operand1 >> operand2;  
                end
                default: begin
                    shiftResult <= 0;
                end
            endcase
        end
    end
endmodule
==> design/flow/constraint.sdc <==
current_design exe

set clk_period 20.5
set clk_io_pct 0.2

create_clock -name clk0 -period $clk_period

set non_clock_inputs [all_inputs -no_clocks]
set_input_delay [expr $clk_period * $clk_io_pct] -clock clk0 $non_clock_inputs
set_output_delay [expr $clk_period * $clk_io_pct] -clock clk0 [all_outputs]
==> design/flow/run.sh <==
#!/bin/bash
# OpenROAD 26Q1-2900-gdf79404cd8, Yosys 0.63+post, stock flow scripts
make -C /OpenROAD-flow-scripts/flow DESIGN_CONFIG=/design/flow/config.mk WORK_HOME=/design/flow/orfs finish
==> design/flow/config.mk <==
export PLATFORM = sky130hd
export DESIGN_NAME = exe
export DESIGN_NICKNAME = exe
export VERILOG_FILES = /design/flow/design.v
export SDC_FILE = /design/flow/constraint.sdc
export NUM_CORES = 4
export LEC_CHECK = 1
export CORE_UTILIZATION = 30
==> out/summary.txt <==
run status = finished clean
uppermost layer routed = met4
CP Max Fanout = 36
post-cts gate resize count = 0
tally of OpenROAD warnings = 98
synth warn = 6
Max Clk Rate = 72.8 MHz
number of port buffers = 228
Arr. time, crit path = 9.64 ns
hold buffers post-CTS = 0
post-route cell area = 15200 µm²
chip area = 43300 µm²
pwr/cell area = 34.5 nW/µm²
LEAKAGE = 6.20 nW
RSZ-0062 raised after global routing = no
area fraction in xor and xnor cells = 3.70%
Placer Congestion = 1.07
hold path cells = 3
predominant post-synthesis flop cell = dlxtn_1
die height = 208 µm
Final Critical Period = 13.74 ns
Top Layout Cells = clkdlybuf4s50_1 (225), nor2_1 (184), nand2_1 (175)
DIE WIDTH = 208 µm
Top Ports = 258
Cells after Synth = 1859
met1 WL = 24.1 mm
syn_area_per_cell = 6.85 µm²
Simple-Gate Area Share = 20.2%
fp_density = 30.4%
vias post-DR = 14640
layout cells sized above 1 = 8.02%
Setup CP Type = in -> out
largest net degree at the start of global routing = 64
number of global-route vias before repair = 13611
Hold WC Path Type = in -> out
total gr overflow = 0
Area Growth Syn to Fin = 19.4%
antenna violations before repair = 0
first-pass GRT wire length = 84.2 mm
Final setup viols = 0
Fin. Hold Viols = 0
Yosys Instances = 1859
Peak VDD IR = 0.0114 mV
worst hold path startpoint = b_cond[2]
FP Rows = 75
max_slew headroom = 36.4%
worst hold margin = 9.29 ns
register pins left without a clock = 69
Slew @ Worst Pin = 0.954 ns
Tcrit/Tclk final = 67.0%
most frequent logic cell in the layout = clkdlybuf4s50_1
CP required = 16.40 ns
mux frac, synth = 14.5%
Min-Delay Endpoint = branchTaken
fraction of registers with async set/reset = 0%
yosys adder share = 9.74%
DR pass1 iterations = 8
Post-synth regs = 69
timing startpoint of the critical path = romRegRead_flag
gr usage total = 25.6%
Post-DP Area = 15200 µm²
DR iter-0 viols = 1728
overall power = 0.525 mW
Top logic family = AND-OR/OR-AND gates
Final Util = 36.3%
Compound Share, Synth = 32.6%
vias per cell = 5.78
antenna-violating nets left = 0
synthesis area per yosys = 12700 µm²
Routed Wire Length = 56.1 mm
DRC Markers = 0
endpoints left unconstrained = 73
setup bufs post-CTS = 0
Setup TNS = 0 ns
met3 WL = 5.04 mm
wire per inst = 22.2 µm
core box area = 41900 µm²
Cell Type Count = 105
WL met2 = 25.0 mm
CP endpoint kind = primary output
Max Slew Vio Count = 0
DP HPWL = 44.2 mm
diode count = 0
Post-synth EDFFs = 0
Post-Syn Area = 12700 µm²
CP startpoint kind = input pin
max cap viols = 0
==> cell usage after synthesis, types with 8 or more instances <==
master / count / area (µm²)
nor3b_1: 9 / 67.6
dlxtn_1: 37 / 556
nor2_1: 185 / 694
buf_4: 38 / 285
a221oi_1: 29 / 254
dlxtp_1: 32 / 480
or3_1: 8 / 50.1
inv_1: 91 / 342
o22ai_1: 13 / 81.3
a21o_1: 11 / 82.6
mux2i_1: 131 / 1310
xnor2_1: 41 / 359
o211ai_1: 33 / 248
a31oi_1: 13 / 81.3
mux2_1: 10 / 113
a211oi_1: 56 / 420
o21ai_1: 40 / 200
o21ai_0: 116 / 581
buf_2: 40 / 200
nand3_1: 36 / 180
xor2_1: 11 / 96.3
nand2b_1: 14 / 87.6
nand2_1: 176 / 661
nor4_1: 15 / 93.8
nand4_1: 14 / 87.6
nor3_1: 33 / 165
ha_1: 96 / 1200
buf_6: 13 / 146
a222oi_1: 13 / 130
o31ai_1: 19 / 143
and2_1: 9 / 56.3
nor2b_1: 14 / 87.6
o21ai_2: 9 / 78.8
a21oi_1: 158 / 791
o21a_1: 20 / 150
mux2_2: 38 / 428
clkbuf_1: 66 / 248
buf_1: 12 / 45.0
==> registers in the layout, summed over array words and instances, names as in the netlist <==
register              cells
alu_epic.carry            1
alu_epic.temp_result     33
alu_epic.overflow         1
shiftResult              32
alu_epic.zero             1
alu_epic.negative         1
==> cell type report <==
class | instances | area [µm²]
tap | 539 | 674
fill | 4400 | 26700
multi-input combinational | 1537 | 10400
inverter | 102 | 383
timing repair buffer | 287 | 2710
sequential | 69 | 1040
==> routing by layer <==
layer	global-route usage, %	vias to the layer above
met5	0	-
met4	8.20	0
met3	3.97	91
met2	40.1	773
met1	36.1	6774
li1	-	7002
==> worst max-delay path by stage <==
stage	endpoint	depth (start not counted)
CTS	result[25]	18
global route	result[25]	18
finish	result[25]	18
==> through the flow <==
| step | setup WS, ns | std cells |
|---|---|---|
| after floorplan | 8.65 | 1886 |
| after global placement | 6.78 | 2534 |
| after detailed placement | 6.80 | 2534 |
| after CTS | 6.79 | 2534 |
| after global routing | 6.42 | 2534 |
| final | 6.76 | 2534 |
==> critical path, stage by stage <==
cell and delay [ns]:
buf_4 0.31, buf_4 0.42, buf_4 0.48, mux2i_1 0.13, o21ai_0 0.16, buf_4 0.19, inv_1 0.07, ha_1 0.51
and2b_4 0.26, nor4_1 0.35, a211oi_1 0.24, a311oi_2 0.59, o21a_1 0.35, o221a_2 0.26, xnor2_1 0.07, o211ai_1 0.32
mux2_2 0.22, clkdlybuf4s50_1 0.50
==> report_power, final <==
part | switching, mW | leakage, nW | internal (mW)
sequential | 0.00225 | 0.531 | 0.0168
combinational | 0.308 | 5.66 | 0.198
clock | 0 | 0 | 0
total | 0.310 | 6.20 | 0.215
==> logic make-up after synthesis <==
group,Yosys count
and+or+nand+nor,554
AOI/OAI and AO/OA,625
xor gates and xnor gates,53
buffers and inverters,280
muxes,179
latches,69
other,1
adders and majority gates,98
No activity file was given, so power comes from the tool's default toggle rates.
