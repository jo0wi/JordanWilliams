`./config.mk`:
```
export PLATFORM = sky130hd
export DESIGN_NAME = regs
export DESIGN_NICKNAME = regs
export VERILOG_FILES = /design/flow/design.v
export SDC_FILE = /design/flow/constraint.sdc
export NUM_CORES = 4
export LEC_CHECK = 1
export CORE_UTILIZATION = 30
```
`./constraint.sdc`:
```
current_design regs

set clk_period 10.5
set clk_io_pct 0.2

create_clock -name clk0 -period $clk_period [get_ports {clk}]

set non_clock_inputs [all_inputs -no_clocks]
set_input_delay [expr $clk_period * $clk_io_pct] -clock clk0 $non_clock_inputs
set_output_delay [expr $clk_period * $clk_io_pct] -clock clk0 [all_outputs]
```
`./design.v`:
```
module regs(
    input clk,
    input rst,
    input write_to_reg_Flag,
    input [3:0] write_reg,
    input [3:0] read_reg_1,
    input [3:0] read_reg_2,
    input [31:0] write_data,
    input [1:0] mov_Flag,
    output [31:0] read_data_1,
    output [31:0] read_data_2,
    output reg [31:0] store_data,
    input romRegWriteFlag
    );
reg [31:0] regs[0:14];  
reg [31:0] read_data_1, read_data_2;
initial regs[14] = 0;  
wire [31:0] dbg_reg0,dbg_reg1,dbg_reg2,dbg_reg3,dbg_reg4,dbg_reg5,dbg_reg6,dbg_reg7,dbg_reg8,dbg_reg9,dbg_reg10,dbg_reg11,dbg_reg12,dbg_reg13,dbg_reg14;
assign dbg_reg0=regs[0];
assign dbg_reg1=regs[1];
assign dbg_reg2=regs[2];
assign dbg_reg3=regs[3];
assign dbg_reg4=regs[4];
assign dbg_reg5=regs[5];
assign dbg_reg6=regs[6];
assign dbg_reg7=regs[7];
assign dbg_reg8=regs[8];
assign dbg_reg9=regs[9];
assign dbg_reg10=regs[10];
assign dbg_reg11=regs[11];
assign dbg_reg12=regs[12];
assign dbg_reg13=regs[13];
assign dbg_reg14=regs[14];
wire [31:0] regData;
assign regData=regs[write_reg];
always @(*) begin
    read_data_1 = regs[read_reg_1];  
    read_data_2 = regs[read_reg_2];
    store_data = regs[write_reg];
end
always@(posedge clk) begin
    if (rst == 0) begin
        if(romRegWriteFlag==0) begin
            if (write_to_reg_Flag == 1 && write_reg != 14) begin  
                if (mov_Flag == 2) begin
                    regs[write_reg] = {write_data[31:16], regData[15:0]};  
                end
                else begin
                    regs[write_reg] = write_data;  
                end
            end
            else begin
                regs[write_data] = regs[write_data];  
            end
        end
    end
    else begin
        {regs[0], regs[1], regs[2], regs[3], regs[4], regs[5], regs[6], regs[7], regs[8], regs[9], regs[10], regs[11], regs[12], regs[13], regs[14]} = 0;  
    end
end
endmodule
```
`./run.sh`:
```
#!/bin/bash
# OpenROAD 26Q1-2900-gdf79404cd8, Yosys 0.63+post, stock flow scripts
make -C /OpenROAD-flow-scripts/flow DESIGN_CONFIG=/design/flow/config.mk WORK_HOME=/design/flow/orfs finish
```
==> results.tsv <==
metric	value	unit
status	complete, no violations	
Worst-Skew Late Latency	0.66	ns
Remaining DRCs	0	
Reg clk slew, reported paths	0.06	ns
Post-DP HPWL	142500	um
yosys stat chip area	31120	sq um
origin of the worst setup path	write_reg[1]	
OpenROAD warning count	33	
met2 WL	84000	um
worst endpoint required time	8.40	ns
Max-Cap Viols	0	
Hold Fails Final Rpt	0	
Longest Clk Path Bufs	3	
Post-DRT Antenna Nets	0	
Avg Inst Size Synth	7.945	sq um
achievable frequency	123.2	MHz
Reg2Reg Depth	5	
CP peak stage delay	0.72	ns
Post-CTS Resized	0	
DR top layer	met5	
chip area	105000	sq um
DR vias	38690	
crit-path cells	buf_4, buf_4, nand2_1, o21ai_1, buf_4, a222oi_1, o21ai_0, nor2_1, o21ai_0, clkdlybuf4s50_1	
DR vias/cell	7.283	
hold path depth	2	
post-synthesis cell count	3917	
slowest cell on the critical path	nand2_1	
most used cell, CP	buf_4	
Critical Path End	store_data[30]	
cycle use final	77.33	%
share of layout cells above drive strength 1	12.35	%
RSZ-0062 raised after global routing	no	
core area	102300	sq um
Max IR drop VDD	0.0001362	V
Final TNS setup	0	ns
minimum clock period	8.120	ns
FF-to-FF End	regs[1][26]	
Worst setup EP type	output port	
WP data arrival	6.02	ns
CTS tree	yes	
Distinct cells, synth	98	
Crit Path Class	in2out	
fin. max-slew vios	0	
Ports	146	
pin count of the biggest net entering global routing	116	
Most common reg cell	dfxtp_1	
area grow syn2layout	16.21	%
Pre-Repair DR Iteration Count	15	
# rows	117	
placed cell area	34220	sq um
total track usage	41.39	%
post-CTS setup buffers	0	
CTS Buf Count	55	
PD cells	136.4	nW/um^2
I/O Buffers	145	
Post-synth ARST share	0	%
Final Cell Area	36160	sq um
Die Width	324.1	um
Worst Path Max Fanout	40	
Post-synth seq share	30.88	%
vias in the first global route	35700	
Clock Sink Count	480	
hold buffers post-CTS	0	
wire per inst	40.87	um
Post-Route WL	217100	um
wl on met1	79860	um
# H-tree levels	2	
# Cells Yosys	3917	
gr ovfl total	0	
chip height	324.1	um
Final GP Congestion	1.121	
worst r2r src	regs[4][26]	
r2r setup slk	7.72	ns
Root Buffer	clkbuf_16	
initial antenna violation count	16	
max FFs per register	480	
Worst-Margin Slew	1.333	ns
clk_skew	0.01989	ns
mapped cell area	31120	sq um
critical path launch point type	input port	
count of flip-flops with a built-in enable after synthesis	0	
Hold Crit Class	reg2reg	
first-pass GRT wire length	295900	um
Leak Pwr	0.01133	uW
Ys Warns	2	
final number of setup-violating endpoints	0	
Starting Density	30.41	%
Iter 0 DRT Violations	7124	
met3 WL post-DR	34070	um
Seq cells post-synth	480	
max_slew headroom	10.74	%
==> metrics by stage <==
step | setup WS, ns | cells | power [uW] | utilization, % | hold slack [ns]
floorplan | 4.467 | 3917 | 2358 | - | 0.4566
global placement | 2.684 | 5205 | 2794 | 33.44 | 0.5110
detailed placement | 2.756 | 5205 | 2792 | 33.44 | 0.5095
CTS | 2.738 | 5304 | 4866 | 35.32 | 0.5181
global route | 2.493 | 5304 | 4997 | 35.32 | 0.5436
finish | 2.380 | 5313 | 4933 | 35.34 | 0.5182
==> synth_stat cells, drive strengths merged (11+ instances only) <==
cell	n	share of area (%)
a211oi	310	7.5
a221oi	44	1.2
inv	17	0.21
and3	21	0.42
a31oi	36	0.76
a22o	60	1.7
a21boi	11	0.30
buf	196	3.8
clkbuf	255	3.1
o22a	73	2.1
nand3b	74	1.8
nor3	34	0.55
nand2	243	2.9
mux2i	57	1.8
a222oi	82	2.6
and2	12	0.24
o21a	18	0.43
nor3b	19	0.49
nand2b	45	0.90
nor2	447	5.4
o21ai	94	1.5
o221ai	16	0.45
nand3	117	1.9
o2bb2ai	12	0.34
a21oi	279	4.5
or3b	11	0.31
nor2b	62	1.2
nand4	75	1.5
a32o	18	0.58
o22ai	21	0.44
dfxtp	480	31
mux2	30	1.1
a32oi	33	0.93
a22oi	429	10
==> cells by family after synthesis <==
logic type      synth area share, %
compound gates                39.34
buf+inv                       7.108
mux                           3.293
simple gates                  19.38
flops                         30.88
==> worst max-delay path: cells and delay by family <==
kind	cells	cell delay (ns)
compound gates	4	1.04
buf+inv	4	1.98
simple gates	2	0.78
==> placed cells by master (no fill, tap or decap), types with 34 or more instances in the layout <==
| master | instances |
|---|---|
| a21oi_1 | 272 |
| a22o_1 | 60 |
| a31oi_1 | 34 |
| a22oi_1 | 425 |
| o21ai_0 | 86 |
| a222oi_1 | 82 |
| dfxtp_1 | 480 |
| nor2_1 | 422 |
| a221oi_1 | 44 |
| a211oi_1 | 308 |
| nand3_1 | 117 |
| nand2b_1 | 45 |
| nor2b_1 | 57 |
| nand2_1 | 242 |
| clkbuf_16 | 57 |
| nand3b_1 | 74 |
| o22a_1 | 73 |
| buf_4 | 232 |
| mux2i_1 | 57 |
| clkdlybuf4s50_1 | 136 |
| nand4_1 | 75 |
==> layout make-up <==
type,instances,area (sq um)
well taps,1368,1712
diodes,9,22.52
clock inverters,31,387.9
clock buffers,68,1538
repair buffers,371,3143
inverters,19,71.32
multi-input cells,2967,19680
fillers,10420,66160
flip-flops and latches,480,9609
==> per-layer routing <==
metal	GRT usage, %	up-vias
li1	-	15280
met1	53.21	18500
met5	1.204	-
met3	20.36	1202
met4	26.84	24
met2	54.57	3688
==> how the worst min path moves through the flow <==
stage / startpoint / to / slack, ns
CTS: regs[10][23] / regs[10][23] / 0.52
global route: regs[6][21] / regs[6][21] / 0.54
finish: regs[10][23] / regs[10][23] / 0.52
==> where the power goes <==
part	total, uW	switching, uW	internal (uW)
Sequential	1940	80.9	1860
Combinational	878	632	246
Clock	2110	897	1220
No activity file was given, so power comes from the tool's default toggle rates.
